### design.v
module SevenSegment(
	output reg [6:0] display,
	output reg [3:0] digit, 
	input wire [6:0] nums,
	input wire rst,
	input wire clk   
);
    reg [15:0] clk_divider;
    reg [6:0] display_num;
    always @ (posedge clk, posedge rst) begin
        if (rst) begin
            clk_divider <= 15'b0;
        end else begin
            clk_divider <= clk_divider + 15'b1;
        end
    end
    always @ (posedge clk_divider[15], posedge rst) begin
        if (rst) begin
            display_num <= 7'b1111111;
            digit <= 4'b1111;
        end else begin
            case (digit)
                4'b1110 : begin
                        display_num <= 7'b1111111;
                        digit <= 4'b1101;
                    end
                4'b1101 : begin
						display_num <= 7'b1111111;
						digit <= 4'b1011;
					end
                4'b1011 : begin
						display_num <= 7'b1111111;
						digit <= 4'b0111;
					end
                4'b0111 : begin
						display_num <= nums;
						digit <= 4'b1110;
					end
                default : begin
						display_num <= 7'b1111111;
						digit <= 4'b1110;
					end				
            endcase
        end
    end
    always @ (*) begin
        display = display_num;
    end
endmodule
### run.sh
#!/bin/bash
# OpenROAD 26Q1-2900-gdf79404cd8, Yosys 0.63+post, stock flow scripts
make -C /OpenROAD-flow-scripts/flow DESIGN_CONFIG=/design/flow/config.mk WORK_HOME=/design/flow/orfs finish
### config.mk
export PLATFORM = sky130hd
export DESIGN_NAME = SevenSegment
export DESIGN_NICKNAME = SevenSegment
export VERILOG_FILES = /design/flow/design.v
export SDC_FILE = /design/flow/constraint.sdc
export NUM_CORES = 4
export LEC_CHECK = 1
export CORE_AREA = 10 10 91 91
export DIE_AREA = 0 0 101 101
export SYNTH_HDL_FRONTEND = slang
### constraint.sdc
current_design SevenSegment

set clk_period 3.8
set clk_io_pct 0.2

create_clock -name clk0 -period $clk_period [get_ports {clk}]

set non_clock_inputs [all_inputs -no_clocks]
set_input_delay [expr $clk_period * $clk_io_pct] -clock clk0 $non_clock_inputs
set_output_delay [expr $clk_period * $clk_io_pct] -clock clk0 [all_outputs]
==> results.yml <==
# physical design summary
run_status:
  run_status: "complete, no violations"
global_routing:
  grt_pass1_vias: 689
  grt_max_degree: 28
  grt_pass1_wl_um: 3060
  global_route.usage.total_pct: 3.51
  initial_antenna_violation_count: 0
  gr-total-overflow: 0
critical_path:
  worst_path_max_delay_cell: "dfrtp_1"
  critical-path-top-delay-family: "simple AND/OR/NAND/NOR gates"
  critPathArrivalTime_ns: 1.50
  critical_path.endpoint_type: "flip-flop"
  criticalPathCategory: "flip-flop to flip-flop"
  timing.critical_path.fanout_max: 4
  crit_cells: 5
  worst_path_required_time_ns: 3.94
  critical_path.n_buffers_inverters: 0
  r2r.worst_path.cells: 5
  critical_path.cell_chain: "ha_1 > nand4_1 > nor2_1 > nand3_1 > xnor2_1"
  critical_path.max_stage_delay_ns: 0.38
  critical_path.startpoint_type: "flip-flop"
final_timing:
  max_slew_margin_pct: 78.5
  final.setup_skew_ns: 0.00653
  minimum_setup_slack_in_the_final_design_ns: 2.43
  final_cycle_utilization_of_the_critical_path_pct: 36.0
  tns_ns: 0
  setup_violations: 0
  whs_ns: 0.463
  grt_setup_unrepaired: "false"
  worst_slew_pin_slew_ns: 0.323
  maxClockFrequency_mhz: 732
  finalMaxSlewViolations: 0
  min_period_ns: 1.37
  number_of_register_pins_that_no_clock_reaches: 11
  hold_viol_final: 0
  untimed_endpoints: 22
power_and_ir_drop:
  p_leak_nw: 0.646
  design_power_total_mw: 0.335
  irDropWorstVdd_mv: 0.121
  power.density_mw_per_mm2: 237
clock_network:
  worst_skew_pair.late_latency_ns: 0.25
  cts_resized: 0
  clk_pin_slew_ns: 0.06
  h_tree_levels: 1
  root_buffer: "clkbuf_8"
  cts-hold-fix-buffers: 0
  cts_post_setup_buffers_inserted: 0
  cts.path.max_buffers: 2
  cts_buffers: 3
  tritoncts_clock_tree: "yes"
logic_synthesis:
  avgSynthCellArea_sq_um: 13.0
  top_area_cell: "dfrtp_1"
  top_cells_by_area: "dfrtp_1 38%, dfstp_2 27%, xnor2_1 5.7%, xor2_1 5.7%, nand3_1 4.2%"
  yosys_register_bits: 27
  synth-warning-count: 0
  synthesis.area_sq_mm: 0.00107
  ys_cells: 82
  post_synth_inst_count: 82
  yosys.stat.seqShare_pct: 64.6
  ys_chip_area_sq_mm: 0.00107
  netlist.area_leader.share_pct: 37.5
  yosys.cell_types.count: 16
place:
  gp_congestion: 0.760
  number_of_buffers_inserted_by_port_buffering: 19
  placed_cell_area_sq_mm: 0.00136
  pre_cts_ws_ns: 2.39
  dp.final_hpwl_um: 1330
die:
  initial_utilization_pct: 16.8
  core_area_sq_mm: 0.00635
  die_width_um: 101
  placementRows: 29
  die-area_sq_mm: 0.0102
  io_pins: 20
  fp.dieH_um: 101
final_layout:
  n_fill_cell: 645
  flow.area_growth_from_synthesis_pct: 32.7
  final_area_sq_mm: 0.00142
  final_layout_size_suffix_gt1_share_pct: 26.4
route:
  routed_wl_um: 1720
  drc: 0
  ant_diodes: 0
  antenna_violating_nets_post_route: 0
  drt_iter0_markers: 25
  avgViaCountPerCell: 3.51
  avgRoutedWirePerCell_um: 9.39
  num_vias: 643
  dr.pass1.iters: 4
worst_hold_path:
  min-delay-path-class: "flip-flop to flip-flop"
  hold-path-cell-count: 1
run:
  max-cap-violations: 0
  tool_warnings: 25
-- cell usage in the layout (no fill, tap or decap), drive strengths merged --
| cell type | count |
|---|---|
| nor2 | 6 |
| ha | 1 |
| nand4 | 1 |
| clkdlybuf4s50 | 19 |
| or2 | 7 |
| nand2 | 4 |
| and3 | 3 |
| inv | 4 |
| nand4b | 5 |
| nor3 | 1 |
| clkbuf | 4 |
| buf | 1 |
| dfrtp | 16 |
| dfstp | 11 |
| nand3 | 9 |
| xnor2 | 7 |
| xor2 | 7 |
-- through the flow --
step	util [%]	std cells
final	22.3	183
after detailed placement	21.4	179
after CTS	22.3	183
after global placement	21.4	179
after floorplan	-	82
after global routing	22.3	183
-- metal layers --
layer	track usage, %	wire length (um)	up-vias
li1	-	-	317
met1	4.58	839	307
met3	1.66	199	0
met5	0	0	-
met2	5.41	678	19
met4	0.322	0	0
-- cell usage after synthesis (all sizes together) --
cell and count:
nand4 1, nand3 9, xnor2 7, xor2 7, nand2 4, ha 1
inv 4, nand4b 5, and3 3, or2 7, dfrtp 16, nor2 6
nor3 1, dfstp 11
-- path summary, 6_finish.rpt --
check | startpoint | end | slack [ns]
max | clk_divider[0] | clk_divider[10] | 2.43
min | clk_divider[10] | clk_divider[10] | 0.46
max reg2reg | clk_divider[0] | clk_divider[10] | 2.43
min reg2reg | clk_divider[10] | clk_divider[10] | 0.46
max in group asynchronous | rst | clk_divider[3] | 2.69
min in group asynchronous | rst | clk_divider[10] | 0.86
-- kinds of logic (layout without fill, tap and decap cells) --
| logic type | after synthesis | in the layout | synth area share (%) |
|---|---|---|---|
| buffers and inverters | 4 | 28 | 1.41 |
| flip-flops | 27 | 27 | 64.6 |
| AND/OR/NAND/NOR | 36 | 36 | 21.3 |
| XOR/XNOR | 14 | 14 | 11.5 |
| adder cells (fa/ha/maj) | 1 | 1 | 1.17 |
-- registers in the layout, summed over array words and instances, names as in the netlist --
name,flops
clk_divider,16
digit,4
display,7
-- layout make-up --
cell class                 count  area [sq um]  area share [%]
sequential                    27           689            48.7
inverter                       4          15.0            1.06
timing repair buffer          20           198            14.0
multi-input combinational     51           363            25.6
clock buffer                   4          55.1            3.89
tap                           77          96.3            6.80
-- where the power goes --
part	switching, mW	leakage (nW)	total [mW]	internal [mW]
sequential	0	0.328	0.172	0.172
combinational	0.00715	0.290	0.0175	0.0103
clock	0.0542	0.0288	0.146	0.0917
Power is estimated from default activity; no workload was simulated.
