### /design/flow/config.mk
export PLATFORM = sky130hd
export DESIGN_NAME = debounce
export DESIGN_NICKNAME = debounce
export VERILOG_FILES = /design/flow/design.v
export SDC_FILE = /design/flow/constraint.sdc
export NUM_CORES = 4
export LEC_CHECK = 1
export CORE_AREA = 10 10 70 70
export DIE_AREA = 0 0 80 80
export SYNTH_HDL_FRONTEND = slang
### /design/flow/constraint.sdc
current_design debounce

set clk_period 1.8
set clk_io_pct 0.2

create_clock -name clk0 -period $clk_period [get_ports {clk}]

set non_clock_inputs [all_inputs -no_clocks]
set_input_delay [expr $clk_period * $clk_io_pct] -clock clk0 $non_clock_inputs
set_output_delay [expr $clk_period * $clk_io_pct] -clock clk0 [all_outputs]
### /design/flow/design.v
module debounce (
    input wire clk,
    input wire pb,
    output wire pb_debounced
);
    reg [19:0] shift_reg;
    always @(posedge clk) begin
        shift_reg[19:1] <= shift_reg[18:0];
        shift_reg[0] <= pb;
    end
    assign pb_debounced = (shift_reg == 20'b1111) ? 1'b1 : 1'b0;
endmodule
### /design/flow/run.sh
#!/bin/bash
# OpenROAD 26Q1-2900-gdf79404cd8, Yosys 0.63+post, stock flow scripts
make -C /OpenROAD-flow-scripts/flow DESIGN_CONFIG=/design/flow/config.mk WORK_HOME=/design/flow/orfs finish
==> flow_summary_export.csv <==
group,metric,value,unit
logic_synthesis,synth.area.mux_share,0,%
power_and_ir_drop,leakage,0.197,nW
power_and_ir_drop,p_int,0.549,mW
sta,tightest_slew,0.218,ns
power_and_ir_drop,p_clk_share,28.3,%
power_and_ir_drop,switchingPower,0.127,mW
sta,slew_viol_final,0,
logic_synthesis,ys_area,467,µm²
sta,hold_violations,0,
sta,setup_tns,0,ns
clock_tree,clkLatencyLatePin,0.29,ns
floorplan,ios,3,
logic_synthesis,simple_gate_area_share,14.2,%
logic_synthesis,top_cells_by_count,"20 x dfxtp_1, 2 x nand2_1, 2 x nor4_1",
power_and_ir_drop,powerDensity,1190,nW/µm²
sta,slew_headroom,85.3,%
placed_design,hpwl,373,µm
logic_synthesis,yosysMostFrequentCell,"dfxtp_1",
floorplan,rows,21,
logic_synthesis,yosys.area.top_type,"dfxtp_1",
layout,area_delta_synth_final,22.3,%
routing,ant_nets,0,
sta,post-route-period-util,90.2,%
global_route,antenna_found_initial,0,
sta,fin_crit,1.62,ns
critical_path,start_kind,"flop",
clock_tree,cts_tree,"yes",
layout,largest_reg_flops,20,
routing,via_per_inst,2.56,
global_route,grt_overflow,0,
global_route,grt_max_degree,11,
sta,setup_violations,0,
clock_tree,ctsHoldBuffers,0,
logic_synthesis,ys_sh_adder,0,%
power_and_ir_drop,power_frac_comb,0.9,%
power_and_ir_drop,ir_drop,0.000570,V
outcome,status,"finished clean",
routing,wl_per_cell,6.72,µm
floorplan,die_area,6400,µm²
critical_path,cp.arrival,1.26,ns
global_route,grt_pass1_wl,972,µm
logic_synthesis,edf_count,0,
routing,dr.pass1.iters,2,
sta,rsz0062_at_grt,"false",
sta,fmax,0.616,GHz
logic_synthesis,synth-xor-area-share,0,%
worst_hold_path,hold_path_class,"flop to flop",
floorplan,core_area,3420,µm²
job,cap_violations,0,
logic_synthesis,ys_cells,28,
routing,initialDrtViolationCount,1,
global_route,track_usage,1.99,%
clock_tree,cts-root-buf,"clkbuf_4",
logic_synthesis,synth_top_area_share,85.8,%
logic_synthesis,syn_inst,28,
critical_path,crit_path_max_fanout,2,
logic_synthesis,synthTopCellsByArea,"dfxtp_1 86%, nor4b_2 3.2%, nor4_1 2.7%",
routing,vias,202,
logic_synthesis,syn_avg_cell_area,16.7,µm²
logic_synthesis,logic_family,"simple AND/OR/NAND/NOR gates",
critical_path,path_class,"flop to primary output",
clock_tree,htreeDepth,1,
power_and_ir_drop,total_power,0.676,mW
logic_synthesis,yosysSeqAreaShare,85.8,%
critical_path,end_kind,"primary output",
logic_synthesis,synth.distinct_cells,7,
routing,drc,0,
layout,fill_cells,382,
placed_design,io_buffers,2,
placed_design,place.gp.congestion,0.768,
clock_tree,path_clk_slew,0.09,ns
power_and_ir_drop,p_seq_share,70.8,%
clock_tree,clkSinkCount,20,
logic_synthesis,ys_warn_count,0,
logic_synthesis,syn_area,467,µm²
floorplan,fp.dieH,80,µm
logic_synthesis,aoi_share,0,%
critical_path,crit_required,1.44,ns
logic_synthesis,ys.flop_type,"dfxtp_1",
logic_synthesis,synth_flops,20,
floorplan,die_w,80,µm
logic_synthesis,async_flop_share,0,%
layout,drive_gt1_share,30.3,%
clock_tree,cts_buffers,3,
routing,routed_wl,531,µm
global_route,grt_pass1_vias,214,
clock_tree,clk_path_buf_depth,2,
routing,antenna_cells,0,
floorplan,core_util_floorplan,13.7,%
power_and_ir_drop,switching_share,18.8,%
sta,skew,0.00279,ns
job,warning_count,25,
==> kinds of logic after synthesis <==
| family | after synthesis |
|---|---|
| simple gates | 8 |
| flops | 20 |
==> area by class of cell <==
class | count | area [µm²] | share of cell area, %
flip-flops and latches | 20 | 403 | 70.6
multi-input cells | 8 | 72.6 | 12.7
well taps | 46 | 57.6 | 10.1
clock buffers | 3 | 22.5 | 3.95
repair buffers | 2 | 15.0 | 2.63
==> worst max-delay path, stage by stage (launching register included) <==
cell	delay (ns)
dfxtp_1	0.32
nor4_1	0.26
nand2_1	0.11
nor3_2	0.17
clkbuf_2	0.11
==> what timing repair did <==
action,4_1_cts,5_1_grt
buffers inserted,0,0
endpoints found under the setup margin,1,1
resized,1,5
pin swaps,2,3
==> final timing paths <==
check	from	to	slack, ns	cells after the start
worst max-delay path	shift_reg[5]	pb_debounced	0.18	4
worst min-delay path	shift_reg[2]	shift_reg[3]	0.35	0
worst max register to register	shift_reg[6]	shift_reg[7]	1.36	0
worst min register to register	shift_reg[2]	shift_reg[3]	0.35	0
==> cell usage in the layout (no fill, tap or decap) <==
cell type / count
nor4_1: 1
nor3_2: 1
nand4b_1: 1
dfxtp_2: 2
dfxtp_1: 18
nand2_1: 2
nor4_2: 2
clkbuf_4: 3
clkbuf_2: 1
nor4b_2: 1
clkdlybuf4s50_1: 1
==> through the flow <==
stage,hold WS [ns],area (µm²),cells,worst slack (ns),util [%]
final,0.352,571,79,0.176,16.7
after detailed placement,0.337,544,76,0.104,15.9
after floorplan,0.322,467,28,0.691,-
after CTS,0.356,566,79,0.0428,16.6
after global routing,0.368,571,79,0.0424,16.7
after global placement,0.337,544,76,0.0900,15.9
==> power by group through the flow <==
stage / combinational (mW) / sequential, mW / clock, mW
CTS: 0.00555 / 0.479 / 0.202
global route: 0.00606 / 0.483 / 0.231
finish: 0.00577 / 0.479 / 0.191
==> per-layer routing <==
| layer | vias up | wire, µm | track usage, % |
|---|---|---|---|
| li1 | 110 | - | - |
| met1 | 86 | 257 | 2.34 |
| met2 | 4 | 210 | 2.41 |
| met3 | 2 | 48 | 1.82 |
| met4 | 0 | 14 | 0.880 |
| met5 | - | 0 | 0 |
Power figures rest on the tool's default switching activity, not on a simulated workload.
