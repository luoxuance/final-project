**design/flow/config.mk**
```make
export PLATFORM = sky130hd
export DESIGN_NAME = monitor
export DESIGN_NICKNAME = monitor
export VERILOG_FILES = /design/flow/design.v
export SDC_FILE = /design/flow/constraint.sdc
export NUM_CORES = 4
export LEC_CHECK = 1
export CORE_AREA = 10 10 107 107
export DIE_AREA = 0 0 117 117
export SYNTH_HDL_FRONTEND = slang
```
**design/flow/constraint.sdc**
```tcl
current_design monitor

set clk_period 1.7
set clk_io_pct 0.2

create_clock -name clk0 -period $clk_period [get_ports {clk}]

set non_clock_inputs [all_inputs -no_clocks]
set_input_delay [expr $clk_period * $clk_io_pct] -clock clk0 $non_clock_inputs
set_output_delay [expr $clk_period * $clk_io_pct] -clock clk0 [all_outputs]
```
**design/flow/design.v**
```verilog
`timescale 1ns/1ps
module vga_controller (
    input wire pclk, reset,
    output wire hsync, vsync, valid,
    output wire [9:0]h_cnt,
    output wire [9:0]v_cnt
    );
    reg [9:0]pixel_cnt;
    reg [9:0]line_cnt;
    reg hsync_i,vsync_i;
    parameter HD = 640;
    parameter HF = 16;
    parameter HS = 96;
    parameter HB = 48;
    parameter HT = 800; 
    parameter VD = 480;
    parameter VF = 10;
    parameter VS = 2;
    parameter VB = 33;
    parameter VT = 525;
    parameter hsync_default = 1'b1;
    parameter vsync_default = 1'b1;
    always @(posedge pclk)
        if (reset)
            pixel_cnt <= 0;
        else
            if (pixel_cnt < (HT - 1))
                pixel_cnt <= pixel_cnt + 1;
            else
                pixel_cnt <= 0;
    always @(posedge pclk)
        if (reset)
            hsync_i <= hsync_default;
        else
            if ((pixel_cnt >= (HD + HF - 1)) && (pixel_cnt < (HD + HF + HS - 1)))
                hsync_i <= ~hsync_default;
            else
                hsync_i <= hsync_default; 
    always @(posedge pclk)
        if (reset)
            line_cnt <= 0;
        else
            if (pixel_cnt == (HT -1))
                if (line_cnt < (VT - 1))
                    line_cnt <= line_cnt + 1;
                else
                    line_cnt <= 0;
    always @(posedge pclk)
        if (reset)
            vsync_i <= vsync_default; 
        else if ((line_cnt >= (VD + VF - 1)) && (line_cnt < (VD + VF + VS - 1)))
            vsync_i <= ~vsync_default; 
        else
            vsync_i <= vsync_default; 
    assign hsync = hsync_i;
    assign vsync = vsync_i;
    assign valid = ((pixel_cnt < HD) && (line_cnt < VD));
    assign h_cnt = (pixel_cnt < HD) ? pixel_cnt : 10'd0;
    assign v_cnt = (line_cnt < VD) ? line_cnt : 10'd0;
endmodule
module clock_divider(clk1, clk);
input clk;
output clk1;
reg [1:0] num;
wire [1:0] next_num;
always @(posedge clk) begin
    num <= next_num;
end
assign next_num = num + 1'b1;
assign clk1 = num[1];
endmodule
module monitor(
    input clk,
    input rst,
    input [59:0] text_buffer_in_line,
    output [3:0] vgaRed,
    output [3:0] vgaGreen,
    output [3:0] vgaBlue,
    output hsync,
    output vsync
    );
    reg [9:0] font_rom[35:0][9:0];
    wire clk_25MHz;
    wire valid;
    wire [9:0] h_cnt;  
    wire [9:0] v_cnt;   
    clock_divider clk_wiz_0_inst(
        .clk(clk),
        .clk1(clk_25MHz)
    );
    pixel_gen pixel_gen_inst(
        .h_cnt(h_cnt),
        .v_cnt(v_cnt),
        .valid(valid),
        .vgaRed(vgaRed),
        .vgaGreen(vgaGreen),
        .vgaBlue(vgaBlue)
    );
    vga_controller   vga_inst(
        .pclk(clk_25MHz),
        .reset(rst),
        .hsync(hsync),
        .vsync(vsync),
        .valid(valid),
        .h_cnt(h_cnt),
        .v_cnt(v_cnt)
    );
endmodule
module pixel_gen(
    input [9:0] h_cnt,
    input [9:0] v_cnt,
    input valid,
    output reg [3:0] vgaRed,
    output reg [3:0] vgaGreen,
    output reg [3:0] vgaBlue
    );
    parameter big_height = 100;
    parameter big_width = 480;
    parameter small_height = 60;
    parameter small_width = 440;
    parameter center_x = 320;
    parameter center_y = 360;
    always @(*) begin
        if(!valid)
            {vgaRed, vgaGreen, vgaBlue} = 12'h0;
        else if(h_cnt > center_x - small_width / 2 &&
                    h_cnt < center_x + small_width / 2 &&
                    v_cnt > center_y - small_height / 2 &&
                    v_cnt < center_y + small_height / 2)
            {vgaRed, vgaGreen, vgaBlue} = 12'hfff;
        else if(h_cnt > center_x - big_width / 2 &&
                    h_cnt < center_x + big_width / 2 &&
                    v_cnt > center_y - big_height / 2 &&
                    v_cnt < center_y + big_height / 2)
            {vgaRed, vgaGreen, vgaBlue} = 12'h00f;
        else if(h_cnt < center_x - big_width / 2 ||
                    h_cnt > center_x + big_width / 2 ||
                    v_cnt < center_y - big_height / 2 ||
                    v_cnt > center_y + big_height / 2)
            {vgaRed, vgaGreen, vgaBlue} = 12'hfff;
        else
            {vgaRed, vgaGreen, vgaBlue} = 12'h0;
    end
endmodule
```
**design/flow/run.sh**
```bash
#!/bin/bash
# OpenROAD 26Q1-2900-gdf79404cd8, Yosys 0.63+post, stock flow scripts
make -C /OpenROAD-flow-scripts/flow DESIGN_CONFIG=/design/flow/config.mk WORK_HOME=/design/flow/orfs finish
```
==> summary.txt <==
Physical implementation

The run finished with clean final reports. The later pin in the worst-skew pair is clocked with a latency of ~0.21 ns. On the critical path the largest part of the delay comes from flip-flops. Routability-driven placement finished with a final weighted congestion of between 0.8 and 0.9. The cell taking the most area after synthesis is sky130_fd_sc_hd__dfxtp_1.

The worst slew margin relative to its limit is 0.5489. The required time at the endpoint of the critical path is 1.75 ns. In this run the critical path is formed by xor2_1. The count of inserted antenna diode cells is 0. The yosys stat chip area is 1513 um2. The fraction of the core area covered by cells at the end of the flow is 0.1846. The leakage power in the latest report is approximately 0.61 nW. The delay of the slowest critical-path stage is 0.74 ns. The first global-routing pass estimated 5382 um of wire.

Counting the warning lines in the Yosys log gives 0. The number of resized instances in the post-cts repair step is 0. The transition time recorded at the tightest slew-check pin is 0.6758 ns. After layout, the design draws a total of approximately 0.25 mW. Relative to the synthesized area, the layout overhead comes to 12.24%. The post-placement cell area is roughly 1700 um2. The largest individual stage delay along the critical path comes from the cell sky130_fd_sc_hd__dfxtp_1. Setup repair after global routing left no endpoint under its margin. Derived from the worst setup path, the maximum achievable clock frequency is 0.9686 GHz.

Along the critical path, the tally of buffer and inverter instances is 0. The routed layout has 1,215 vias. After technology mapping, the gate count stands at 189. Entering global routing, the biggest net connects 24 pins.

On the reported timing paths, the clock transition at the registers reads 0.03 ns. TritonCTS built the clock tree. The synthesized netlist occupies a cell area of 1513 um2.

The type of element capturing the critical path is a flip-flop. The report shows a maximum critical-path fanout of 23. With fillers left out, the area of the finished cells amounts to 1698 um2. Of the post-synthesis cell area, the dominant cell type holds 0.3176.

OpenROAD emitted warnings numbering 87. Wires add up to 3038 um. The first detailed-routing pass took 4 iterations. The data arrival at the endpoint of the critical path is 1.09 ns. The total of max-cap violations is 0. The total power density per cell area is around 150 nW/um2. The post-route clock period utilization is 0.6073. The die area is roughly 14,000 um2. The hold buffer count at CTS is 0. The tree is rooted in a sky130_fd_sc_hd__clkbuf_8. For this run, the final setup violation count is recorded as 0. In this run the vertical extent of the chip is 117 um. The script logs the ratio of routed vias to standard cells as 4.133. The most frequently placed logic cell in the final layout is sky130_fd_sc_hd__nor2_1. The wire-length estimate of the detail-placed layout is about 2400 um.

The number of placed I/O pins is ~76. Counting I/O delays and the setup requirement, the final critical path takes 1.032 ns. The average instance area after synthesis is roughly 8.0 um2. Per the TritonCTS log, the buffer count is 3. For reference, the placement row count at floorplan is 35. The commonest register cell after synthesis is sky130_fd_sc_hd__dfxtp_1. STA reports the tightest min-delay check as being of type flip-flop to flip-flop. The kind of launch point of the worst setup path is a flip-flop. Of the synthesized area, sequential elements account for 0.3176. For the final routed database, the setup TNS stands at 0 ns. The critical path class is flip-flop to flip-flop. The total overflow left after global routing is 0. The via count of the first global-routing pass is roughly 1,100. The number of buffers inserted to repair setup after CTS is 0. The area inside the core boundary is about 9000 um2. In the layout the commonest cells are sky130_fd_sc_hd__nor2_1 (30), sky130_fd_sc_hd__dfxtp_1 (24), sky130_fd_sc_hd__nand2_1 (15), sky130_fd_sc_hd__clkdlybuf4s50_1 (15), sky130_fd_sc_hd__xor2_1 (12). Between clock sinks in the finished design, the worst skew comes to 0.002028 ns. Per the CTS log, the buffer count on the longest clock path is 2.

The share of post-route cells with drive strength above 1 is 0.06557. 36 endpoints have no timing constraint. The number of register pins that no clock reaches is 22. The initial detailed-routing violation count is 95.

The deepest level of the CTS H-tree is 1. The synthesized design contains 0 enable-type register cells. The count of port buffers added during placement is 15. The total track usage is 0.04571. The synthesis-stage register bit count is 24. Counting pins that exceed their max-slew limit in the final report gives 0.

Per the Yosys statistics, synthesis produced 189 cells. For this configuration, the core starts out at a cell density of 0.1645. The final hold violation count recorded for this run is 0. The fraction of registers with async set/reset is 0. The worst-case hold slack is 0.3804 ns. The highest supply drop recorded on VDD is 382.6 uV.

The DRC violation total left in the routed layout is recorded as 0. The main area contributors are sky130_fd_sc_hd__dfxtp_1 (32%), sky130_fd_sc_hd__nor2_1 (7.4%), sky130_fd_sc_hd__xor2_1 (6.9%). The routed length per instance is between 10 and 15 um. The remaining antenna violation count after routing is 0.

The die outline width is between 100 and 150 um. The initial antenna violation count is 0. The gate-level netlist out of Yosys references 49 unique cell types.
## state kept, by name, indices dropped and copies added (netlist names)
register and cells:
vga_inst.line_cnt 10, vga_inst.pixel_cnt 10, clk_wiz_0_inst.num 2, vga_inst.hsync 1, vga_inst.vsync 1
## where the power goes
| group | switching, mW | internal, mW | total [mW] |
|---|---|---|---|
| Clock | 0.0348 | 0.150 | 0.184 |
| Sequential | 0 | 0.0475 | 0.0475 |
| Combinational | 0.0108 | 0.00483 | 0.0157 |
## per-stage QoR
step	std cells	worst slack, ns
floorplan	189	0.8939
global placement	291	0.6296
detailed placement	291	0.6032
CTS	294	0.6066
global route	294	0.5143
finish	294	0.6675
## synthesized netlist by cell type, drive strengths merged, types with 2 or more instances
master	count
dfxtp	24
and3	3
a21oi	6
nand3	10
or3	2
nor3	2
nor3b	2
xnor2	4
nor2	32
ha	4
clkbuf	6
o21ai	4
nor2b	3
xor2	12
buf	18
and2	2
and4	3
nand4	5
a31o	2
nand2b	3
nand2	15
inv	6
o311ai	2
## cell families (layout without fill, tap and decap cells)
kind of cell,count (synthesis),after routing,synth area share
DFF,24,24,0.3176
AOI/OAI and AO/OA,24,24,0.1117
xor gates and xnor gates,16,16,0.09264
adders and majority gates,4,4,0.03309
muxes,1,1,0.006617
and+or+nand+nor,90,90,0.3275
buffers and inverters,30,24,0.1108
## area by class of cell
type | instances | area, um2
clock buffer | 3 | 41.29
fill | 1022 | 7498
inverter | 6 | 22.52
multi-input combinational | 135 | 864.6
sequential | 24 | 480.5
tap | 111 | 138.9
timing repair buffer | 15 | 150.1
## path summary, 6_finish.rpt
check,from,end,slack [ns],cells after the start
setup / recovery,clk_wiz_0_inst.num[1],clk_wiz_0_inst.num[1],0.67,1
hold / removal,clk_wiz_0_inst.num[0],clk_wiz_0_inst.num[0],0.38,1
setup reg to reg,clk_wiz_0_inst.num[1],clk_wiz_0_inst.num[1],0.67,1
hold reg to reg,clk_wiz_0_inst.num[0],clk_wiz_0_inst.num[0],0.38,1
## layer usage
layer / vias up / wire length [um] / GRT usage
met3: 2 / 111 / 0.003096
met5: - / 0 / 0
met4: 0 / 25 / 0.009061
met1: 562 / 1443 / 0.06601
li1: 629 / - / -
met2: 22 / 1457 / 0.07387
Power is estimated from default activity; no workload was simulated.
